==> design/flow/design.v <==
module binary_merger 
              #(parameter MERGER_COORD_BITS = 32)
              (
              input wire clock,
              input wire reset,
              input wire [(2*MERGER_COORD_BITS-1):0] coord_in,
              output wire [(MERGER_COORD_BITS-1):0] coord,
              input wire selected,
              output wire [1:0] fetch_next
);
    wire comparison;
    wire [(MERGER_COORD_BITS-1):0] coord_0;
    wire [(MERGER_COORD_BITS-1):0] coord_1;
    assign coord_0 = coord_in[(MERGER_COORD_BITS-1):0];
    assign coord_1 = coord_in[(2*MERGER_COORD_BITS-1):MERGER_COORD_BITS];
    assign fetch_next = {fetch_next_from_1,fetch_next_from_0};
    assign comparison = (coord_0 < coord_1);
    assign coord = comparison ? coord_0 : coord_1;
    assign fetch_next_from_0 = comparison & selected;
    assign fetch_next_from_1 = (~comparison) & selected;
endmodule
module merger
              #(parameter MERGER_COORD_BITS = 32,
                parameter MERGER_RADIX = 2  
              )
              (input wire clock,
              input wire reset,
              input wire [(MERGER_RADIX*MERGER_COORD_BITS-1):0] coord_in,
              output reg [(MERGER_COORD_BITS-1):0] coord,
              input wire selected,
              output reg [(MERGER_RADIX-1):0]  fetch_next
);
    wire [(MERGER_COORD_BITS-1):0] coord_wire;
    wire [(MERGER_RADIX-1):0] fetch_next_wire;
    localparam BINARY_MERGER_COUNT = MERGER_RADIX - 1; 
    localparam FETCH_WIRE_COUNT = BINARY_MERGER_COUNT + MERGER_RADIX; 
    localparam COORD_WIRE_COUNT = MERGER_COORD_BITS * FETCH_WIRE_COUNT; 
    localparam LEAF_END_IDX = FETCH_WIRE_COUNT - 1;
    localparam LEAF_START_IDX = LEAF_END_IDX - MERGER_RADIX + 1;
    wire [(FETCH_WIRE_COUNT-1):0] fetch_wires;
    wire [(COORD_WIRE_COUNT-1):0] coord_wires;
    generate
        genvar node_idx;
        for (node_idx = 0; node_idx < BINARY_MERGER_COUNT; node_idx = node_idx + 1) begin
            binary_merger merger_tree_node (
                .clock(clock),
                .reset(reset),
                .coord_in(coord_wires[((node_idx*2 + 3)*MERGER_COORD_BITS - 1):((node_idx*2 + 1)*MERGER_COORD_BITS)]),
                .coord(coord_wires[((node_idx + 1)*MERGER_COORD_BITS - 1):(node_idx*MERGER_COORD_BITS)]),
                .selected(fetch_wires[node_idx]),
                .fetch_next(fetch_wires[(node_idx*2 + 2):(node_idx*2 + 1)]) 
            );
            defparam merger_tree_node.MERGER_COORD_BITS = MERGER_COORD_BITS;
        end
    endgenerate
    assign coord_wires[(MERGER_COORD_BITS*FETCH_WIRE_COUNT - 1):(MERGER_COORD_BITS*LEAF_START_IDX)] = coord_in;
    assign fetch_wires[0] = selected;
    always @(posedge clock) begin
        if (reset) begin
            coord <= 0;
            fetch_next <= 0;
        end else if (clock) begin
            coord <= coord_wires[(MERGER_COORD_BITS - 1):0];
            fetch_next <= fetch_wires[LEAF_END_IDX:LEAF_START_IDX]; 
        end
    end
endmodule
==> design/flow/run.sh <==
#!/bin/bash
# OpenROAD 26Q1-2900-gdf79404cd8, Yosys 0.63+post, stock flow scripts
make -C /OpenROAD-flow-scripts/flow DESIGN_CONFIG=/design/flow/config.mk WORK_HOME=/design/flow/orfs finish
==> design/flow/config.mk <==
export PLATFORM = sky130hd
export DESIGN_NAME = merger
export DESIGN_NICKNAME = merger
export VERILOG_FILES = /design/flow/design.v
export SDC_FILE = /design/flow/constraint.sdc
export NUM_CORES = 4
export LEC_CHECK = 1
export CORE_UTILIZATION = 30
==> design/flow/constraint.sdc <==
current_design merger

set clk_period 7.3
set clk_io_pct 0.2

create_clock -name clk0 -period $clk_period [get_ports {clock}]

set non_clock_inputs [all_inputs -no_clocks]
set_input_delay [expr $clk_period * $clk_io_pct] -clock clk0 $non_clock_inputs
set_output_delay [expr $clk_period * $clk_io_pct] -clock clk0 [all_outputs]
==> impl.org <==
#+TITLE: Synthesis and PnR summary

** Setup path
- STA classifies the critical path startpoint as a clock port.
- CP required :: 7.57 ns
- Dominant delay contributor by cell family on the critical path :: buffers and inverters
- Counting both buffers and inverters, the worst setup path holds a total of 8.
- The timing report lists the critical path depth as 10 cells.
- For this run, the slowest stage of the critical path takes 0.20 ns.
- The critical path's slowest stage uses the library cell clkbuf_8.
- Worst path arrival time :: 4.89 ns
- The worst setup path is captured at a flip-flop.
- STA lists the maximum fanout along the critical path as 9.
- Depth of the worst register-to-register path :: 2
- The timing report shows the most common cell along the critical path to be clkbuf_8.
- Across all register-to-register paths, the minimum setup slack is 6.59 ns.
- Per STA, the worst path is made up of clkbuf_8, clkbuf_8, clkbuf_8, clkbuf_8, clkbuf_8, clkbuf_16, nand3b_1, clkbuf_8, clkbuf_8, o32ai_1.
- The critical path is of the clk -> reg type.

** Status
- Outcome :: finished clean

** Yosys
- The share of synthesized area in the top cell type comes to 23.8%.
- After synthesis, the largest family of logic cells by area is AND-OR/OR-AND gates.
- Synthesized area :: 2860 um^2
- In the synthesis report, Yosys lists the chip area as 2860 um^2.
- The cell-mix breakdown from Yosys lists the compound-gate area share as 42.9%.
- The number of different library cells used by synthesis comes to 35.
- Registers, synthesis :: 34
- Simple-Gate Fraction of Synth Area :: 8.78%
- For this run the top cell type by instance count after synthesis was a21oi_1.
- Synth top area cells :: dfxtp_1 (24%), ha_1 (14%), o211ai_2 (12%), a311oi_1 (9.8%), a21oi_1 (7.9%)
- The synthesized design spends more area on one cell type than any other, namely dfxtp_1.
- Synthesis handed over a netlist of 350 instances.
- Fraction of synthesized cell area in xor and xnor cells :: 0%
- Ranking of synthesized cells by instance count :: a21oi_1 (45), inv_1 (35), nor2_1 (35)
- In the synthesized netlist the async set-or-reset flop fraction comes to 0%.
- Post-synth mux share :: 0%
- Top_reg_cell synth :: dfxtp_1
- Share of synthesized area occupied by flip-flops and latches :: 23.8%
- The synth_stat.txt file lists the number of cells as 350.
- The cell-mix breakdown from Yosys lists the adder-cell area share as 13.5%.
- Number of flops mapped to enable cells by yosys :: 0
- Synth Area per Inst :: 8.18 um^2
- The warning tally printed by Yosys for this design is 3.

** Floorplan
- Height of the die :: 99.7 um
- Row count :: 35
- The floorplan report gives the top-level pin count as 101.
- Die outline area :: 9940 um^2
- Measured along the x axis, the die boundary spans 99.7 um.
- Initial core utilization :: 31.0%
- Core Box Area :: 9240 um^2

** CTS
- Total of cells resized after clock tree synthesis :: 0
- CTS clk-pin slew, worst paths :: 0.07 ns
- Late-Pin Clk Latency :: 0.38 ns
- CTS tree :: built
- Number of hold buffers added after cts :: 0
- Post-CTS setup buffer count :: 0

** Flow run
- Number of logged tool warnings :: 91
- Across the run, the number of max-cap violations was 0.

** GRT
- First-pass GRT wire length :: 15,200 um
- GR Overflow Total :: 0
- Number of global-route vias before repair :: 3,572
- Entering global routing, the biggest net connects 36 pins.
- Initial antenna violation count :: 0
- GRT Overall Usage :: 19.4%

** Route
- The detailed router finished its first iteration with 183 violations.
- The detailed router placed 3,198 vias in this run.
- DR WL/cell :: 15.6 um
- Via density per instance :: 5.36
- DRC violations left :: 0
- Number of optimization iterations in the first detailed-route pass :: 5
- Antenna repair during routing inserted a diode count of 0.
- Number of routed nets with antenna violations :: 0
- Total Wirelength :: 9340 um

** Timing
- Final TNS setup :: 0 ns
- Final max-slew violation count :: 0
- Setup-violating endpoint count in the final report :: 0
- Setup repair after global routing missed its margin :: false
- Count of final hold-check violations :: 0
- Setup slack on the critical path of the routed design comes to 2.68 ns.
- For the pin with the worst max-slew slack, the measured transition is 0.634 ns.
- Worst-case clock skew :: 0 ns
- The worst pin sits at a relative slew slack of 57.6%.

** Power
- Portion of total power attributed to sequential cells :: 18.0%
- Sw Ratio :: 30.7%
- In this run the power spent charging and discharging nets is 502 uW.
- Part of the total power dissipated in the clock network :: 65.2%
- Logic pwr share :: 16.8%
- The script computed a power per unit cell area of 352 nW/um^2.
- Leakage Power :: 0.00187 uW
- Total power :: 1640 uW
- Internal :: 1140 uW
- Max VDD drop :: 0.000145 V

** Placed design
- Detailed placement finished with a half-perimeter wire length of 5820 um.
- The final weighted congestion recorded by global placement is 0.848.
- Input/output buffers :: 100
- DP Worst Slack :: 3.00 ns
- Placed cell areas :: 3940 um^2
- The number of placed instances, taps included, is 553.

** Min path
- The min-delay analysis places its worst path in the category reg -> reg.
- Count of cells along the worst hold path :: 2

** Finish
- Filler instances :: 828
- Excluding fillers, the count of instances in the completed layout stands at 597.
- Synthesis-to-finish area growth :: 62.3%
- Summing all non-filler instances in the final layout gives an area of 4650 um^2.
- Layout cells sized above 1 :: 16.7%
[metal layers]
metal	GRT usage (%)	vias up	part of all wire [%]
li1	-	1570	-
met1	22.5	1483	44
met2	28.0	130	47
met3	11.0	15	7.8
met4	11.2	0	1.0
met5	0	-	0
[cells by family after synthesis]
logic type               count (synthesis)
AND-OR/OR-AND                          159
adder cells (fa/ha/maj)                 31
buffers and inverters                   69
flip-flops                              34
AND/OR/NAND/NOR                         57
[sequential cells by signal, summed over array words and instances (netlist names)]
signal	flops
coord	32
fetch_next	2
[power by group through the flow]
stage	sequential [uW]	clock (uW)	combinational (uW)
6_report	295	1070	276
5_1_grt	304	1150	301
4_1_cts	296	1100	278
[layout make-up]
cell class	count	area [um^2]	share of cell area (%)
Clock inverter	1	17.5	0.377
Timing Repair Buffer	108	1060	22.8
Sequential cell	34	681	14.6
Clock buffer	43	694	14.9
Tap cell	129	161	3.47
Inverter	35	131	2.83
Multi-Input combinational cell	247	1900	40.9
[through the flow]
stage	util [%]	hold slack (ns)
final	50.3	0.479
after global routing	50.3	0.503
after CTS	50.3	0.483
after detailed placement	42.6	0.108
after global placement	42.6	0.108
after floorplan	-	0.420
[layout by cell type (no fill, tap or decap), types with 2 or more instances in the layout]
cell               n
clkdlybuf4s50_1  100
o21ai_1            3
a21boi_0           2
o211ai_2          28
clkbuf_8          15
dfxtp_1           34
ha_1              31
nand2_1            8
clkbuf_16         18
a31oi_1           32
o21ai_0            5
a21oi_1           45
nand4_1            6
o211ai_1           4
clkbuf_1          10
a311oi_1          32
o32ai_1            2
inv_1             35
nor2_1            35
buf_4              8
[worst paths after layout]
check / startpoint / end
min reg2reg: coord[6]$_SDFFE_PP0P_ / coord[6]$_SDFFE_PP0P_
max reg2reg: fetch_next[1]$_SDFFE_PP0P_ / fetch_next[1]$_SDFFE_PP0P_
max: clock / fetch_next[1]$_SDFFE_PP0P_
min: coord[6]$_SDFFE_PP0P_ / coord[6]$_SDFFE_PP0P_
[tightest hold or removal path, stage by stage, from the launching register on]
cell and delay [ns]:
dfxtp_1 0.31, nor2_1 0.08, a311oi_1 0.04
Power and IR drop assume default switching activity.
